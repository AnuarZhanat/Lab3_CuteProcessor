==> config.mk <==
export PLATFORM = sky130hd
export DESIGN_NAME = cute_processor
export DESIGN_NICKNAME = cute_processor
export VERILOG_FILES = /design/flow/design.v
export SDC_FILE = /design/flow/constraint.sdc
export NUM_CORES = 4
export LEC_CHECK = 1
export CORE_UTILIZATION = 40
==> constraint.sdc <==
current_design cute_processor

set clk_period 20.7
set clk_io_pct 0.2

create_clock -name clk0 -period $clk_period [get_ports {Clock}]

set non_clock_inputs [all_inputs -no_clocks]
set_input_delay [expr $clk_period * $clk_io_pct] -clock clk0 $non_clock_inputs
set_output_delay [expr $clk_period * $clk_io_pct] -clock clk0 [all_outputs]
==> design.v <==
module dec3to8(	input [2:0] W,
		input En,
		output reg [0:7] Y);
		always @(W or En)
		begin
			if (En == 1)
				case (W)  
					3'b000: Y = 8'b10000000;
					3'b001: Y = 8'b01000000;
					3'b010: Y = 8'b00100000;
					3'b011: Y = 8'b00010000;
					3'b100: Y = 8'b00001000;
					3'b101: Y = 8'b00000100;
					3'b110: Y = 8'b00000010;
					3'b111: Y = 8'b00000001;
				endcase
			else 
				Y = 8'b00000000;
		end
endmodule
module regn(R, Rin, Clock, Q);
	parameter n = 16;
	input [n-1:0] R;
	input Rin, Clock;
	output [n-1:0] Q;
	reg [n-1:0] Q;
	always @(posedge Clock)
		if (Rin)
			Q <=R;
endmodule
module cute_processor( 
	input [15:0] DIN,
	input Resetn, Clock, Run,
	output reg Done,
	output reg [15:0] BusWires);
	parameter T0 = 2'b00, T1 = 2'b01, T2 = 2'b10, T3 = 2'b11;
	reg [0:7] Rin, Rout;
	reg [15:0] Sum;
	reg IRin, DINout, Ain, Gin, Gout, AddSub;
	reg [1:0] Tstep_Q, Tstep_D;
	wire [2:0] I;
	wire [0:7] Xreg, Yreg;
	wire [15:0] R0, R1, R2, R3, R4, R5, R6, R7, A, G;
	wire [1:9] IR;
	wire [1:10] Sel;
	wire clear=Resetn|Done|(~Run&~Tstep_Q[0]&~Tstep_Q[1]);
	assign I = IR[1:3];
	dec3to8 decX (IR[4:6], 1'b1, Xreg);
	dec3to8 decY (IR[7:9], 1'b1, Yreg);
	always @(Tstep_Q, Run, Done)
	begin
		case (Tstep_Q)
			T0:
				if (~Run) Tstep_D = T0;
				else Tstep_D = T1;
			T1:
				if (Done) Tstep_D = T0;
				else Tstep_D = T2;
			T2:
				Tstep_D = T3;
			T3:
				Tstep_D = T0;
		endcase
	end
	parameter mv = 3'b000, mvi = 3'b001, add = 3'b010, sub = 3'b011;
	always @(Tstep_Q or I or Xreg or Yreg)
	begin
		Done = 1'b0; Ain = 1'b0; Gin = 1'b0; Gout = 1'b0; AddSub = 1'b0;
		IRin = 1'b0; DINout = 1'b0; Rin = 8'b0; Rout = 8'b0;
		case (Tstep_Q)
			T0:
				begin
					IRin = 1'b1;
				end
			T1:
				case (I)
					mv:
					begin  
						Rout = Yreg;
						Rin = Xreg;
						Done = 1'b1;
					end
					mvi:
					begin		
						DINout = 1'b1;
						Rin = Xreg;
						Done = 1'b1;
					end
					add, sub:
					begin
						Rout = Xreg;
						Ain = 1'b1;
					end
					default: ;
				endcase
			T2:
				case (I)
					add:
					begin
						Rout = Yreg;
						Gin = 1'b1;
					end
					sub:
					begin
						Rout = Yreg;
						AddSub = 1'b1;
						Gin = 1'b1;
					end
					default: ;
				endcase
			T3:
				case (I)
					add, sub:
					begin
						Gout = 1'b1;
						Rin = Xreg;
						Done = 1'b1;	
					end
					default: ;
				endcase
		endcase
	end
	always @(posedge Clock, negedge Resetn)
		if (!Resetn)
			Tstep_Q <= T0;
		else
			Tstep_Q <= Tstep_D;
	regn reg_0 (BusWires, Rin[0], Clock, R0);
	regn reg_1 (BusWires, Rin[1], Clock, R1);	
	regn reg_2 (BusWires, Rin[2], Clock, R2);
	regn reg_3 (BusWires, Rin[3], Clock, R3);
	regn reg_4 (BusWires, Rin[4], Clock, R4);
	regn reg_5 (BusWires, Rin[5], Clock, R5);
	regn reg_6 (BusWires, Rin[6], Clock, R6);
	regn reg_7 (BusWires, Rin[7], Clock, R7);
	regn reg_A (BusWires, Ain, Clock, A);
	regn #(.n(9)) reg_IR (DIN[15:7], IRin, Clock, IR);
	always @(AddSub or A or BusWires)  
		begin
		if (!AddSub)
			Sum = A + BusWires;
		else
			Sum = A - BusWires;
			end
		regn reg_G (Sum, Gin, Clock, G);
		assign Sel = {Rout, Gout, DINout};  
		always @(*)
		begin
			if (Sel == 10'b1000000000)
				BusWires = R0;
 			else if (Sel == 10'b0100000000)
				BusWires = R1;
			else if (Sel == 10'b0010000000)
				BusWires = R2;
			else if (Sel == 10'b0001000000)
				BusWires = R3;
			else if (Sel == 10'b0000100000)
				BusWires = R4;
			else if (Sel == 10'b0000010000)
				BusWires = R5;
			else if (Sel == 10'b0000001000)
				BusWires = R6;
			else if (Sel == 10'b0000000100)
				BusWires = R7;
			else if (Sel == 10'b0000000010)
				BusWires = G;
			else BusWires = DIN;
		end
endmodule
==> run.sh <==
#!/bin/bash
# OpenROAD 26Q1-2900-gdf79404cd8, Yosys 0.63+post, stock flow scripts
make -C /OpenROAD-flow-scripts/flow DESIGN_CONFIG=/design/flow/config.mk WORK_HOME=/design/flow/orfs finish
==> impl_metrics.ini <==
; synthesis and place-and-route metrics
[outcome]
status = completed

[sta]
slew_headroom = 0.339
min_period_over_period = 0.527
slew_violations = 0
rsz0062_at_grt = no
tns_ns = 0
setup_violations = 0
max_freq_mhz = 91.7
hold_violations = 0
fin_skew_ns = 0.0143
min_period_ns = 10.90
worstMarginPinSlew_ns = 0.981

[clock_tree]
cts_hold_buf = 0
htreeDepth = 4
clock_latency_ns = 0.44
clk_path_buf_depth = 2
clkTransAtPathRegs_ns = 0.07
numClockSinks = 189
cts_tree = yes
post_cts_buffers = 0
ctsResizeCount = 0
cts_made_buffers = 17
clockRootBuffer = clkbuf_16

[final_layout]
drive_above_1_share = 0.121
fin_cells = 1066
area_growth_pct = 16.1

[global_routing]
grt_max_degree = 30
grt_pass1_wl_um = 38200
track_usage = 0.232
first_global_vias = 6479
gr-total-overflow = 0
antenna_found_initial = 0

[synthesis]
ys_cells = 718
yosys_register_bits = 189
syn_inst = 718
topCellsByArea = edfxtp_1, dfxtp_1, a21oi_1, nor2_1, ha_1
top_logic_kind = AND-OR/OR-AND gates
synth_area_per_cell_um2 = 12.5
synthDistinctLibCells = 82
adder_share = 0.0245
ys_area_um2 = 8980
ys_sh_xor = 0.0263
top_area_cell = edfxtp_1
yosysSeqAreaShare = 0.612
yosysWarnings = 4
ys_sh_simple = 0.116
edf_count = 169
top_area_frac = 0.565
mux_share = 0.00711
syn_area_um2 = 8980
ff_type = edfxtp_1
synth_async_sr_flop_share = 0.0212
compound_area_frac = 0.186

[pwr]
irDropWorstVdd_v = 0.0000529
p_leak_nw = 3.60
power_density_nw_per_um2 = 90.0

[setup_path]
crit_top_cell = clkdlybuf4s50_1
startpoint_type = input pin
crit_arrival_ns = 6.76
r2r-start = Tstep_Q[1]$_DFF_PN0_
slowest_stage = a2111oi_0
crit_chain = clkdlybuf4s50_1, a2bb2oi_1, a221oi_1, a2111oi_0, nor2_1, inv_1, clkdlybuf4s50_1
endpoint_kind = output pin
cpPeakStageDelay_ns = 0.76
crit_type = in2out
worstReg2RegEnd = reg_G.Q[15]$_DFFE_PP_
reg2reg_slack_ns = 13.48
crit_start = DIN[10]
cp.required_ns = 16.56
cp_max_fo = 11
reg2regPathDepth = 26

[routing]
drt-total-wl_um = 24900
drc = 0
wl_per_cell_um = 23.4
drt-initial-drc-count = 497
antenna_left = 0
routed_via_density = 6.11
num_vias = 6508
first_pass_iters = 5
antenna_cells = 0

[floorplan]
dieArea_um2 = 23000
io_pins = 36
core_um2 = 21900
initial_core_util = 0.410
rows = 54
die_x_um = 152
die_h_um = 152

[placed_design]
dp.cells = 1034
place.gp.congestion = 0.920
hpwl_um = 17100
port_buffers = 35

[job]
maxCapViolations = 0
warning_count = 25

[min_path]
holdPathEnd = Tstep_Q[2]$_DFF_PN0_
hold_path.class = reg2reg
hp-start = Tstep_Q[0]$_DFF_PN1_
min_path_cells = 1
-- Yosys cell counts, types with 14 or more instances --
| cell type | number |
|---|---|
| a221oi_1 | 14 |
| a21oi_1 | 42 |
| edfxtp_1 | 169 |
| dfxtp_1 | 16 |
| ha_1 | 16 |
| nand2_1 | 26 |
| clkbuf_1 | 20 |
| nor2_1 | 54 |
| a2bb2oi_1 | 15 |
| o21ai_0 | 27 |
| inv_1 | 26 |
| o22ai_1 | 23 |
| xnor2_1 | 18 |
| nor3_1 | 19 |
-- worst max-delay path, delay by kind of cell --
| family | cells | cell delay [ns] |
|---|---|---|
| AOI/OAI and AO/OA | 3 | 1.05 |
| buffers and inverters | 3 | 1.39 |
| and+or+nand+nor | 1 | 0.17 |
-- routing by layer --
| metal | vias to the layer above | global-route usage | part of all wire |
|---|---|---|---|
| met5 | - | 0 | 0 |
| met4 | 0 | 0.0552 | 0.027 |
| met3 | 36 | 0.109 | 0.11 |
| met2 | 328 | 0.335 | 0.45 |
| met1 | 3166 | 0.336 | 0.41 |
| li1 | 2978 | - | - |
-- metrics by stage --
| step | area (um2) | utilization | power (mW) | hold slack, ns | worst slack (ns) |
|---|---|---|---|---|---|
| 6_report | 10400 | 0.476 | 0.937 | 0.597 | 9.80 |
| 5_1_grt | 10400 | 0.476 | 0.971 | 0.617 | 9.68 |
| 4_1_cts | 10400 | 0.476 | 0.940 | 0.601 | 9.87 |
| 3_5_place_dp | 9810 | 0.448 | 0.612 | 0.581 | 9.88 |
| 3_3_place_gp | 9810 | 0.448 | 0.609 | 0.580 | 9.94 |
| 2_1_floorplan | 8980 | - | 0.553 | 0.352 | 11.38 |
-- cell usage in the layout, fill, tap and decap left out, types with 8 or more instances in the layout --
| cell | Yosys | routed |
|---|---|---|
| o22ai_1 | 23 | 23 |
| or3_1 | 11 | 11 |
| xnor2_1 | 18 | 18 |
| a221oi_1 | 14 | 14 |
| nor3_1 | 19 | 18 |
| inv_1 | 26 | 26 |
| edfxtp_1 | 169 | 169 |
| a22oi_1 | 8 | 8 |
| dfxtp_1 | 16 | 16 |
| xor2_1 | 9 | 9 |
| nand2_1 | 26 | 26 |
| a2bb2oi_1 | 15 | 15 |
| nor2_1 | 54 | 54 |
| buf_4 | 0 | 32 |
| a221o_1 | 9 | 9 |
| and2_1 | 13 | 13 |
| a31oi_1 | 13 | 13 |
| clkdlybuf4s50_1 | 0 | 35 |
| ha_1 | 16 | 16 |
| o21ai_0 | 27 | 25 |
| a21oi_1 | 42 | 42 |
| clkbuf_16 | 0 | 17 |
-- area by class of cell --
cell class                 instances  area [um2]
inverter                          27         101
clock inverter                    15         184
multi-input combinational        471        3270
tap                              280         350
timing repair buffer              67         591
fill                            1873       11500
sequential                       189        5500
clock buffer                      17         425
-- report_power, final --
group	total, mW	switching [mW]	internal, mW
combinational	0.155	0.0924	0.0629
clock	0.331	0.166	0.165
sequential	0.451	0.00730	0.443
total	0.937	0.266	0.672
-- how the worst max path moves through the flow --
stage              end  slack, ns  cells after the start
6_report  BusWires[10]       9.80                      7
5_1_grt   BusWires[10]       9.68                      7
4_1_cts   BusWires[10]       9.87                      7
-- logic make-up after synthesis --
group | after synthesis
AND/OR/NAND/NOR | 190
XOR/XNOR | 27
multiplexers | 6
flip-flops | 189
adder cells (fa/ha/maj) | 17
buffers and inverters | 58
AND-OR/OR-AND | 231
-- flip-flops by register name, indices dropped and copies added (netlist names) --
signal,count
reg_2.Q,16
reg_5.Q,16
Xreg,8
reg_4.Q,16
Tstep_Q,4
reg_0.Q,16
reg_G.Q,16
reg_6.Q,16
reg_IR.Q,9
reg_1.Q,16
reg_7.Q,16
Yreg,8
reg_A.Q,16
reg_3.Q,16
Power and IR drop assume default switching activity.
